--- design/flow/design.v ---
module cryptoveril_reverse (
    input wire clk1,
    input wire clk2,
    input wire clk3,
    input wire rst,
    input wire [15:0] encrypted_data,
    input wire [5:0] key_bits,
    output reg [15:0] original_data
);
reg [15:0] stage3_rev;
always @(posedge clk3 or posedge rst) begin
    if (rst) stage3_rev <= 16'd0;
    else begin
        case (key_bits[2:1])
            2'd0: stage3_rev <= encrypted_data;  
            2'd3: stage3_rev <= {{4{encrypted_data[11]}}, encrypted_data[11:0]};  
            default: stage3_rev <= encrypted_data;  
        endcase
    end
end
reg [15:0] stage2_rev;
always @(posedge clk2 or posedge rst) begin
    if (rst) stage2_rev <= 16'd0;
    else begin
        case (key_bits[2:1])
            2'd0: stage2_rev <= 16'hXXXX;  
            2'd1: stage2_rev <= stage3_rev | ~(16'hAAAA);  
            2'd2: stage2_rev <= stage3_rev & ~(16'h5555);  
            2'd3: stage2_rev <= {4'd0, stage3_rev[11:0]};  
            default: stage2_rev <= stage3_rev;
        endcase
    end
end
wire [2:0] shift_amt = key_bits[5:3];
always @(posedge clk1 or posedge rst) begin
    if (rst)
        original_data <= 16'd0;
    else
        original_data <= (stage2_rev - shift_amt) >> shift_amt;
end
endmodule
--- design/flow/run.sh ---
#!/bin/bash
# OpenROAD 26Q1-2900-gdf79404cd8, Yosys 0.63+post, stock flow scripts
make -C /OpenROAD-flow-scripts/flow DESIGN_CONFIG=/design/flow/config.mk WORK_HOME=/design/flow/orfs finish
--- design/flow/config.mk ---
export PLATFORM = sky130hd
export DESIGN_NAME = cryptoveril_reverse
export DESIGN_NICKNAME = cryptoveril_reverse
export VERILOG_FILES = /design/flow/design.v
export SDC_FILE = /design/flow/constraint.sdc
export NUM_CORES = 4
export LEC_CHECK = 1
export CORE_UTILIZATION = 30
--- design/flow/constraint.sdc ---
current_design cryptoveril_reverse

set clk_period 6.7
set clk_io_pct 0.2

create_clock -name clk0 -period $clk_period [get_ports {clk1}]
create_clock -name clk1 -period $clk_period [get_ports {clk2}]
create_clock -name clk2 -period $clk_period [get_ports {clk3}]

set non_clock_inputs [all_inputs -no_clocks]
set_input_delay [expr $clk_period * $clk_io_pct] -clock clk0 $non_clock_inputs
set_output_delay [expr $clk_period * $clk_io_pct] -clock clk0 [all_outputs]
==> datasheet_impl.txt <==
Physical design parameters

Parameter                              Value

Status
  Run status .................. completed

Floorplanning
  Pre-placement core utilization .................. between 30% and 40%
  Horizontal extent of the die .................. 89.8 µm
  Ports placed on the boundary .................. 42
  Full die area .................. between 8000 and 9000 µm²
  Rows .................. 31
  Area inside the core boundary .................. 7370 µm²
  Die H .................. 89.8 µm

Logic synthesis
  Adder Share, Synth .................. 1.95%
  Fraction of synthesis flops using an asynchronous set or reset pin .................. 100%
  Basic Gates by Area .................. 20.5%
  AND-OR/OR-AND share of the synthesized area .................. about a fifth
  XOR/XNOR Area Share .................. approximately 1.5%
  Mux contribution to synthesized area .................. 4.43%
  # Cells Yosys .................. 232
  Part of the Yosys area used for sequential elements .................. between 40 and 50%
  Post-synthesis area per instance .................. 9.98 µm²
  Post-synth top flop .................. dfrtp_1
  Yosys-reported design area after synthesis .................. 2310 µm²
  Summed instance area of the synthesized netlist .................. 2310 µm²
  Dominant kind of combinational cell .................. simple AND/OR/NAND/NOR gates
  Number of unique standard cell types used by synthesis .................. 58
  Gate count after technology mapping .................. 232
  Number of warnings printed during yosys synthesis .................. 1
  Flops & latches, synth .................. 45
  EDFF count, synth .................. 0

Min path
  Hold path depth .................. 0
  Destination of the worst hold path .................. stage2_rev[11]
  Start point of the worst hold path .................. stage3_rev[11]
  Class of the tightest hold or removal check .................. register to register

Critical path
  Data arrival time at the worst-slack endpoint .................. 4.75 ns
  Worst R2R Path Depth .................. 7
  Capturing element type of the critical path .................. register
  Crit Reg-Reg Startpoint .................. stage2_rev[2]
  Total buffers and inverters traversed by the critical path .................. 2
  Worst-case register-to-register setup slack .................. between 3 and 4 ns
  Max stage delay on crit path .................. about 0.8 ns
  Startpoint-to-endpoint class of the critical path .................. input pin to register
  Data required time at the worst endpoint .................. 6.82 ns
  Max stage delay cell, worst path .................. clkdlybuf4s50_1
  Crit path max-delay family .................. AND-OR/OR-AND gates
  Maximum fanout count along the critical path .................. 14
  Cells along the critical path .................. clkdlybuf4s50_1, inv_2, ha_1, a211oi_2, o21ai_1, o41ai_1, a21oi_1, a211o_1, mux2_2
  RR Endpoint .................. original_data[5]
  Type of origin of the critical path .................. input pin

Placed design
  DP Area .................. 2750 µm²
  Routability Congestion .................. 0.833
  Post-Place Setup Slack .................. 1.82 ns
  HPWL reported at the end of detailed placement .................. 3290 µm
  Number of buffer cells added on primary ports .................. 36

Drt
  First-iteration detailed-routing DRC count .................. 110
  Routed wirelength normalized by instance count .................. 11.8 µm
  Average via count per standard cell .................. approximately 5
  1st-pass router iterations .................. 4
  Number of design rule violations left after detail routing .................. 0
  Wire length after detailed routing .................. 4320 µm
  Detailed-route via count .................. 1778
  Antenna-violating nets left .................. 0
  Diodes inserted .................. 0

Pwr
  Cell-internal power .................. 0.000471 W
  Static leakage power .................. 1.18 nW
  Net Sw Frac .................. 23.3%
  Net switching power .................. 0.000143 W
  Proportion of power drawn by flip-flops and latches .................. about half
  Logic gate share of total power .................. a little under a fifth
  Clk network pwr share .................. 32.3%
  Peak VDD IR .................. 0.123 mV
  Power per cell area .................. 213 nW/µm²

Timing
  Summed negative setup slack over all endpoints .................. 0 ns
  Final Worst Setup Slack .................. 2.07 ns
  Final hold violation count .................. 0
  Setup Viol. Count Final .................. 0
  Headroom to the max-slew limit .................. 51.5%
  Max Transition Viols Final .................. 0
  Measured slew at the worst slew-check pin .................. 0.725 ns
  RSZ-0062 raised after global routing .................. false
  WHS .................. roughly 0.34 ns

GRT
  Number of antenna violations at the first check in global routing .................. 0
  Overall global routing resource usage .................. a little under an eighth
  Via count of the first global-routing pass .................. about 1700
  Maximum number of pins on one net before global-route repair .................. 46
  First-pass GRT wire length .................. 7800 µm
  Global route total overflow .................. 0

Run
  Count of max-cap constraint violations .................. 0
  OpenROAD warnings .................. 29

Cells and area
  Synthesis-to-layout area growth .................. 24.4%
  Fraction of final layout cells sized beyond drive strength 1 .................. 8.24%
  Final core area utilization .................. 39.1%
  Post-layout instance area .................. 2880 µm²

Clock network
  TritonCTS clock tree .................. yes
  Number of sinks handled by clock tree synthesis .................. roughly 45
  CTS clock-pin slew for the worst setup and hold paths .................. about 0.050 ns
  Buffers inserted during post-CTS setup optimization .................. 0
  Number of buffers inserted by hold repair at cts .................. 0
  Number of gates resized after CTS .................. 0
worst reg2reg max path: cells and delay by family, from the launching register on:
family,cells,cell delay (ns)
AND-OR/OR-AND,5,1.65
multiplexers,1,0.27
flip-flops,1,0.37
adder cells (fa/ha/maj),1,0.39
metrics by stage:
step                      std cells  total power, W
final                           366        0.000615
after global routing            366        0.000653
after CTS                       366        0.000625
after detailed placement        356        0.000421
after global placement          356        0.000421
after floorplan                 232        0.000374
power by group through the flow:
| stage | Sequential [W] | Clock, W | Combinational, W |
|---|---|---|---|
| final | 0.000303 | 0.000199 | 0.000113 |
| after global routing | 0.000306 | 0.000220 | 0.000127 |
| after CTS | 0.000303 | 0.000208 | 0.000114 |
final cells by class:
class / count / area (µm²)
Fill cell: 755 / 4490
Timing Repair Buffer: 38 / 375
Clock buffer: 9 / 124
Sequential cell: 45 / 1130
Tap cell: 99 / 124
Multi-Input combinational cell: 165 / 1090
Inverter: 9 / 33.8
Clock inverter: 1 / 5.00
synthesized netlist by cell type (4+ instances only):
library cell	n	area, µm²
a21oi_1	4	20.0
mux2i_1	8	80.1
a311oi_1	4	35.0
nand3_1	10	50.1
nand2_1	28	105
a31oi_1	12	75.1
o21ai_0	7	35.0
nor3_1	7	35.0
inv_1	8	30.0
dfrtp_1	45	1130
nor2b_1	4	25.0
o211ai_1	4	30.0
nor2_1	16	60.1
clkbuf_1	9	33.8
flip-flops by register name (all words and copies together), names as in the netlist:
| signal | cells |
|---|---|
| original_data | 16 |
| stage3_rev | 14 |
| stage2_rev | 15 |
cell usage in the layout (no fill, tap or decap), types with 3 or more instances in the layout:
master / n
a31oi_1: 12
mux2i_1: 8
clkbuf_8: 9
a311oi_1: 4
o211ai_1: 4
nand3_1: 10
xor2_1: 3
nor3_1: 7
inv_1: 7
nor2_1: 16
a211o_1: 3
dfrtp_1: 45
o21ai_0: 7
a21o_1: 3
nor2b_1: 4
clkdlybuf4s50_1: 36
a21oi_1: 4
nand2b_1: 3
nand2_1: 28
metal layers:
layer	up-vias	part of all wire [%]	track usage (%)
met2	59	43	17.1
met5	-	0	0
met1	786	49	18.3
met3	14	4.3	2.23
li1	919	-	-
met4	0	3.3	3.96
how the worst max path moves through the flow:
stage,from,end,slack [ns],cells after the start
finish,key_bits[5],original_data[5],2.07,9
global route,key_bits[5],original_data[5],1.77,9
CTS,key_bits[5],original_data[5],2.07,9
cell families (layout without fill, tap and decap cells):
kind of cell	count (synthesis)	count (layout)
multiplexers	10	10
AND/OR/NAND/NOR	88	88
adder cells (fa/ha/maj)	3	3
AND-OR/OR-AND	60	60
XOR/XNOR	4	4
buffers and inverters	22	57
flip-flops	45	45
No activity file was given, so power comes from the tool's default toggle rates.
